==> flow/design.v <==
`timescale 1ns / 1ps
module FIFO_memory #(
    parameter DATASIZE = 8,
    parameter ADDRSIZE = 4
)(
    input                       wclk,
    input                       wclken,
    input                       wfull,
    input  [ADDRSIZE-1:0]       waddr,
    input  [ADDRSIZE-1:0]       raddr,
    input  [DATASIZE-1:0]       wdata,
    output [DATASIZE-1:0]       rdata
);
    localparam DEPTH = 1 << ADDRSIZE;
    reg [DATASIZE-1:0] mem [0:DEPTH-1];
    assign rdata = mem[raddr];
    always @(posedge wclk) begin
        if (wclken && !wfull) begin
            mem[waddr] <= wdata;
        end
    end
endmodule
`timescale 1ns / 1ps
module rptr_empty #(
    parameter ADDR_SIZE = 4
)(
    output reg                  rempty,
    output      [ADDR_SIZE-1:0] raddr,
    output reg  [ADDR_SIZE :0]  rptr,
    input       [ADDR_SIZE :0]  rq2_wptr,
    input                       rinc,
    input                       rclk,
    input                       rrst_n
);
    reg  [ADDR_SIZE:0] rbin;
    wire [ADDR_SIZE:0] rbinnext;
    wire [ADDR_SIZE:0] rgraynext;
    wire               rempty_val;
    always @(posedge rclk or negedge rrst_n) begin
        if (!rrst_n)
            {rbin, rptr}<= 0;
        else
            {rbin, rptr} <= {rbinnext, rgraynext};
    end
    assign raddr = rbin[ADDR_SIZE-1:0];
    assign rbinnext  = rbin + (rinc & ~rempty);
    assign rgraynext = (rbinnext >> 1) ^ rbinnext;
    assign rempty_val = (rgraynext == rq2_wptr);
    always @(posedge rclk or negedge rrst_n) begin
        if (!rrst_n)
            rempty <= 1'b1;
        else
            rempty <= rempty_val;
    end
endmodule
`timescale 1ns / 1ps
module AFIFO #(parameter DSIZE = 8,
    parameter ASIZE = 4)
(
    output [DSIZE-1:0] rdata,      
    output wfull,                  
    output rempty,                 
    input [DSIZE-1:0] wdata,        
    input winc, wclk, wrst_n,      
    input rinc, rclk, rrst_n       
    );
    wire [ASIZE-1:0] waddr, raddr;
    wire [ASIZE:0] wptr, rptr, wq2_rptr, rq2_wptr;
    two_ff_sync #(ASIZE+1) sync_r2w 
    (       
        .q2(wq2_rptr), 
        .din(rptr),
        .clk(wclk), 
        .rst_n(wrst_n)
    );
    two_ff_sync #(ASIZE+1) sync_w2r 
    (      
        .q2(rq2_wptr), 
        .din(wptr),
        .clk(rclk), 
        .rst_n(rrst_n)
    );
    FIFO_memory #(DSIZE, ASIZE) fifomem
    (   
        .rdata(rdata), 
        .wdata(wdata),
        .waddr(waddr), 
        .raddr(raddr),
        .wclken(winc), 
        .wfull(wfull),
        .wclk(wclk)
    );
    rptr_empty #(ASIZE) rptr_empty
    (         
        .rempty(rempty),
        .raddr(raddr),
        .rptr(rptr), 
        .rq2_wptr(rq2_wptr),
        .rinc(rinc), 
        .rclk(rclk),
        .rrst_n(rrst_n)
    );
    wptr_full #(ASIZE) wptr_full
    (           
        .wfull(wfull), 
        .waddr(waddr),
        .wptr(wptr), 
        .wq2_rptr(wq2_rptr),
        .winc(winc), 
        .wclk(wclk),
        .wrst_n(wrst_n)
    );
endmodule
`timescale 1ns / 1ps
module two_ff_sync #(
    parameter WIDTH = 4
)(
    output reg [WIDTH-1:0] q2,
    input  [WIDTH-1:0]     din,
    input                  clk,
    input                  rst_n
);
    reg [WIDTH-1:0] q1;
    always @(posedge clk or negedge rst_n) begin
        if (!rst_n) begin
            q1 <= {WIDTH{1'b0}};
            q2 <= {WIDTH{1'b0}};
        end 
        else begin
            q1 <= din;
            q2 <= q1;
        end
    end
endmodule
`timescale 1ns / 1ps
module wptr_full #(
    parameter ADDR_SIZE = 4
)(
    output reg                  wfull,
    output      [ADDR_SIZE-1:0] waddr,
    output reg  [ADDR_SIZE :0]  wptr,
    input       [ADDR_SIZE :0]  wq2_rptr,
    input                       winc,
    input                       wclk,
    input                       wrst_n
);
    reg  [ADDR_SIZE:0] wbin;
    wire [ADDR_SIZE:0] wbinnext;
    wire [ADDR_SIZE:0] wgraynext;
    wire               wfull_val;
    always @(posedge wclk or negedge wrst_n) begin
        if (!wrst_n)
            {wbin, wptr} <= 0;
        else
            {wbin, wptr} <= {wbinnext, wgraynext};
    end
    assign waddr      = wbin[ADDR_SIZE-1:0];
    assign wbinnext   = wbin + (winc & ~wfull);
    assign wgraynext  = (wbinnext >> 1) ^ wbinnext;
    assign wfull_val  = (wgraynext[ADDR_SIZE]   != wq2_rptr[ADDR_SIZE]   ) &&
                        (wgraynext[ADDR_SIZE-1] != wq2_rptr[ADDR_SIZE-1] ) &&
                        (wgraynext[ADDR_SIZE-2:0] == wq2_rptr[ADDR_SIZE-2:0]);
    always @(posedge wclk or negedge wrst_n) begin
        if (!wrst_n)
            wfull <= 1'b0;
        else
            wfull <= wfull_val;
    end
endmodule
==> flow/run.sh <==
#!/bin/bash
# OpenROAD 26Q1-2900-gdf79404cd8, Yosys 0.63+post, stock flow scripts
make -C /OpenROAD-flow-scripts/flow DESIGN_CONFIG=/design/flow/config.mk WORK_HOME=/design/flow/orfs finish
==> flow/config.mk <==
export PLATFORM = sky130hd
export DESIGN_NAME = AFIFO
export DESIGN_NICKNAME = AFIFO
export VERILOG_FILES = /design/flow/design.v
export SDC_FILE = /design/flow/constraint.sdc
export NUM_CORES = 4
export LEC_CHECK = 1
export CORE_UTILIZATION = 50
==> flow/constraint.sdc <==
current_design AFIFO

set clk_period 3.7
set clk_io_pct 0.2

create_clock -name clk0 -period $clk_period [get_ports {rclk}]
create_clock -name clk1 -period $clk_period [get_ports {wclk}]

set non_clock_inputs [all_inputs -no_clocks]
set_input_delay [expr $clk_period * $clk_io_pct] -clock clk0 $non_clock_inputs
set_output_delay [expr $clk_period * $clk_io_pct] -clock clk0 [all_outputs]
==> out/notes.md <==
The run gives 19.8 sq um for the synthesized area divided by synthesized cell count. Transition time of the tightest slew-check pin: 0.593 ns. The stage logs contain a warning count of 26. Between the synthesized netlist and the finished layout, the area growth was recorded as 18.9%.

The floorplan report gives the top-level pin count as 24. The fraction of power consumed by combinational cells is 30.1%, and the number of post-CTS setup repair buffers is 0. The die boundary width is 115 um. In this run the biggest area consumer among cell types represents 59.9% of the synthesized area. Looking at the cell usage after synthesis, the top flip-flop cell is edfxtp_1. In the synthesis report, Yosys lists the chip area as 6420 sq um. The critical path endpoint has a required time of 2.96 ns. The tools report the post-route cell area as 7630 sq um.

The dominant logic cell type in the layout is edfxtp_1. In the final routed layout, each cell accounts on average for 20.7 um. The kind of cell with the highest combined delay along the critical path is buffers and inverters. The placed wire-length estimate was 7360 um; the pre-placement core utilization was 51.1%. Per Yosys stat, the portion of area used by sequential elements is 75.5%. The yosys stat cell total was 324; the number of global-route vias before repair was 3295.

The tools report the max capacitance violation total as 0. Global routing finished with a remaining overflow of 0. Fraction of registers with async set or reset after synthesis: 23.8%. RePlAce ended its routability-driven mode at a weighted congestion of 0.840. The run gives 0 for the hold path depth. The tools report the proportion of power drawn by the clock network as 29.3%.

The run gives 0 for the total inserted antenna cells. Tally of nets with antenna violations remaining after routing: 0. The synthesis stat section lists a flop and latch total of 168.

The final standard cell count with taps included and fillers excluded came out at 563. In the final report, the number of endpoints failing setup comes to 0. With the fraction of layout cells with a size suffix above 1 at 24.6%, the switching part of the total power is 28.7%. Entering global routing, the biggest net connects 36 pins.

Total power normalized to cell area comes to 842 nW/um^2. Logged for this run, the post-placement worst setup slack is 0.583 ns. The critical path in this run is classified as register to output pin.

The number of antenna violations at the first check in global routing is 0. The initial detailed-routing violation count was 236. On the final layout, the worst clock skew is 0.00751 ns. The run gives 41 as the cell row count.

The run gives 21.8% as the global router's overall resource usage. The flow ran to the end, and the final reports show no timing, DRC or antenna violations. Worst min-delay path category: register to register.

The routed layout reports a DRC error count of 0. Aggregate routed wire length: 11600 um. Per the slew report, the remaining headroom to the max-slew limit stands at 60.3%. The report puts the hold buffer count at CTS at 0.

The internal power of the cells totals 4.58 mW. The report lists the cells along the critical path as buf_12 > mux4_2 > a22oi_1 > nand2_1 > clkdlybuf4s50_1. The largest single stage delay on the critical path is 0.54 ns.

Detailed routing inserted a total of 3002 vias. Per the detailed placement report, the placed cell area equals 6960 sq um. The first global-routing pass estimated 18500 um of wire. The highest supply drop recorded on VDD is 0.603 mV. Number of hold-slack violations in the final timing report: 0. STA classifies the critical path startpoint as a register. The run gives 2.67 nW as the standby leakage power. The tools report the number of detailed-routing iterations run before antenna repair as 4.

The gate count after technology mapping was 324. The number of gates resized after CTS was 0. Area of the die: 13300 sq um. The final setup slack of the worst path was 0.662 ns; the via count normalized by instance count was 5.33. The slowest stage of the critical path is the mux4_2 cell. The tools report the warning count from the yosys run as 4. For the setup TNS, the log shows 0 ns. The number of buffer and inverter stages on the critical path works out to 2.

The tools report the sort of element at the end of the critical path as an output pin. Setup repair after global routing left no endpoint under its margin. The clock drives 168 sinks. Cell type with the largest total area after synthesis: edfxtp_1. Per the OpenROAD power report, switching power amounts to 1.84 mW.

The worst register-to-register path has a depth of 7. Number of buffer cells added on primary ports: 22. The vertical die dimension was 115 um; the part of the power in registers was 40.6%. The largest driver fanout on the critical path was 33. Max-slew check failures listed in the final report amount to 0.

According to the timing report, the arrival time at the worst endpoint equals 2.30 ns. The count of library flops with an enable pin works out to 128. By instance count after routing, the leading logic cell types are edfxtp_1 (128), dfrtp_1 (38), mux4_2 (32).

The depth of the critical timing path with buffers and inverters included was 5. The core region is 12600 sq um. Including well taps, the total number of placed cells is 527.

TritonCTS built the clock tree. The run gives 893 as the filler cell count. The run gives 6420 sq um as the area of the mapped netlist. The timing report gives the clock slew at the launch and capture registers of the worst setup and hold paths as 0.06 ns.

After synthesis, the cell types taking the most area are edfxtp_1 (60%), dfrtp_1 (15%), mux4_2 (11%). The run gives 33 as the count of distinct cell types in the synthesized netlist.
cells by family (layout without fill, tap and decap cells):
group                      Yosys count  in the layout  share of synthesized area (%)
AOI/OAI and AO/OA                   20             20                           2.36
xor gates and xnor gates            27             27                           4.09
adders and majority gates            4              4                          0.780
buffers and inverters               18             85                           1.56
DFF                                168            168                           75.5
muxes                               32             32                           11.2
and+or+nand+nor                     55             55                           4.48
final timing paths:
path,from,endpoint,slack (ns)
max reg2reg,wptr_full.wfull,wptr_full.wfull,1.37
min in group clk0,sync_w2r.q1[2],sync_w2r.q2[2],0.35
min reg2reg,rptr_empty.rptr[3],sync_r2w.q1[3],0.21
max in group asynchronous,rrst_n,rptr_empty.rempty,2.61
min in group asynchronous,wrst_n,wptr_full.wbin[0],0.65
min,rptr_empty.rptr[3],sync_r2w.q1[3],0.21
max,rptr_empty.rbin[0],rdata[3],0.66
max in group clk1,winc,wptr_full.wfull,1.01
sequential cells by signal, summed over array words and instances (netlist names):
| signal | cells |
|---|---|
| fifomem.mem | 128 |
| rptr_empty.rptr | 5 |
| sync_r2w.q1 | 5 |
| sync_r2w.q2 | 5 |
| sync_w2r.q1 | 5 |
| sync_w2r.q2 | 5 |
| wptr_full.wptr | 5 |
| rptr_empty.rbin | 4 |
| wptr_full.wbin | 4 |
| rptr_empty.rempty | 1 |
| wptr_full.wfull | 1 |
through the flow:
stage | power (mW) | hold WS (ns) | util [%]
floorplan | 3.92 | 0.331 | -
global placement | 4.58 | 0.332 | 55.4
detailed placement | 4.60 | 0.335 | 55.4
CTS | 6.50 | 0.212 | 60.7
global route | 6.79 | 0.221 | 60.7
finish | 6.43 | 0.210 | 60.7
Yosys cell counts, drive strengths merged (2+ instances only):
| master | instances |
|---|---|
| xnor2 | 14 |
| nand3 | 7 |
| nor3 | 5 |
| dfrtp | 39 |
| nand2b | 2 |
| inv | 3 |
| ha | 4 |
| nand3b | 2 |
| nor2 | 13 |
| clkbuf | 3 |
| xor2 | 13 |
| mux4 | 32 |
| edfxtp | 128 |
| or3 | 3 |
| nand2 | 13 |
| a22oi | 16 |
| buf | 12 |
| nor2b | 5 |
layout make-up:
class / count / area, sq um / area share, %
clock buffer: 31 / 644 / 8.44
clock inverter: 5 / 31.3 / 0.410
inverter: 3 / 11.3 / 0.147
multi-input combinational: 138 / 1470 / 19.3
sequential: 168 / 4850 / 63.5
tap: 172 / 215 / 2.82
timing repair buffer: 46 / 413 / 5.41
power by group through the flow:
| stage | Clock, mW | Combinational [mW] | Sequential (mW) |
|---|---|---|---|
| 5_1_grt | 2.00 | 2.13 | 2.65 |
| 6_report | 1.89 | 1.93 | 2.61 |
| 4_1_cts | 1.91 | 1.97 | 2.62 |
layer usage:
| metal | routed length [um] | track usage [%] | up-vias |
|---|---|---|---|
| met2 | 5550 | 31.4 | 123 |
| li1 | - | - | 1381 |
| met1 | 4700 | 34.7 | 1489 |
| met5 | 0 | 0 | - |
| met3 | 1290 | 11.8 | 9 |
| met4 | 93 | 1.99 | 0 |
Power figures rest on the tool's default switching activity, not on a simulated workload.
